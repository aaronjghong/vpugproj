## ./run.sh

```bash
#!/bin/bash
# OpenROAD 26Q1-2900-gdf79404cd8, Yosys 0.63+post, stock flow scripts
make -C /OpenROAD-flow-scripts/flow DESIGN_CONFIG=/design/flow/config.mk WORK_HOME=/design/flow/orfs finish
```

## ./config.mk

```make
export PLATFORM = sky130hd
export DESIGN_NAME = vga
export DESIGN_NICKNAME = vga
export VERILOG_FILES = /design/flow/design.v
export SDC_FILE = /design/flow/constraint.sdc
export NUM_CORES = 4
export LEC_CHECK = 1
export CORE_AREA = 10 10 70 70
export DIE_AREA = 0 0 80 80
```

## ./constraint.sdc

```tcl
current_design vga

set clk_period 1.7
set clk_io_pct 0.2

create_clock -name clk0 -period $clk_period

set non_clock_inputs [all_inputs -no_clocks]
set_input_delay [expr $clk_period * $clk_io_pct] -clock clk0 $non_clock_inputs
set_output_delay [expr $clk_period * $clk_io_pct] -clock clk0 [all_outputs]
```

## ./design.v

```verilog
module vga #(
    parameter H_DISPLAY = 640,
    parameter H_FRONT   = 16,
    parameter H_SYNC    = 96,
    parameter H_TOTAL   = 800,
    parameter V_DISPLAY = 480,
    parameter V_FRONT   = 10,
    parameter V_SYNC    = 2,
    parameter V_TOTAL   = 525,
    parameter COLORS = 3,
    parameter COLOR_DEPTH = 8
) (
    input logic [COLORS*COLOR_DEPTH-1:0] pixel_data,
    input logic [$clog2(H_TOTAL)-1:0] curr_x,
    input logic [$clog2(V_TOTAL)-1:0] curr_y,
    output logic [COLOR_DEPTH-1:0] vga_r, vga_g, vga_b,
    output logic vga_hsync, vga_vsync
);
logic display_enable;
assign vga_hsync = !((curr_x >= H_DISPLAY + H_FRONT) && 
                    (curr_x < H_DISPLAY + H_FRONT + H_SYNC));
assign vga_vsync = !((curr_y >= V_DISPLAY + V_FRONT) && 
                    (curr_y < V_DISPLAY + V_FRONT + V_SYNC));
assign display_enable = (curr_x < H_DISPLAY) && (curr_y < V_DISPLAY);
assign vga_r = display_enable ? pixel_data[COLOR_DEPTH*3-1:COLOR_DEPTH*2] : {COLOR_DEPTH{1'b0}};
assign vga_g = display_enable ? pixel_data[COLOR_DEPTH*2-1:COLOR_DEPTH]  : {COLOR_DEPTH{1'b0}};
assign vga_b = display_enable ? pixel_data[COLOR_DEPTH-1:0]   : {COLOR_DEPTH{1'b0}};
endmodule
```

==> Changelog: implementation <==
### Physical design

- Port Buffers: 65
- Register area: 0 um2
- Setup TNS: 0 ns
- Log Warnings: 37
- Die Y: 80 um
- Final Cell Area: 1360 um2
- Hold/Removal Path Class: input port to output port
- Die area: 6400 um2
- Static leakage: 0.000555 uW
- Max Used Layer: met3
- Highest clock rate: 605 MHz
- Hold wc startpoint: curr_x[9]
- Core area: 3420 um2
- Synth area leader: nor4b_2
- I/O pin cnt: 70
- Most numerous cell in the Yosys netlist: nor4b_2
- Slew at the pin closest to its max-slew limit: 0.375 ns
- Vias post-DR: 636
- RSZ-0062 raised after global routing: false
- CP arrival: 1.31 ns
- DP Worst Slack: -0.609 ns
- Biggest area cells: nor4b_2 (55%), nor4b_4 (9.7%), buf_12 (8.2%)
- Flop count: 0
- Final period util: 0.972
- YS warnings: 0
- Layout cells sized above 1: 0.615
- Worst hold path cell count: 3
- DR WL met2: 1320 um
- Vias/cell: 4.10
- Met3 WL post-DR: 151 um
- PnR worst setup slack: 0.0483 ns
- Slew HR: 0.750
- Crit end category: output port
- Fin crit period: 1.65 ns
- Initial Utilization: 0.144
- Synth Seq Share: 0
- Core Rows: 21
- Maximum capacitance violations: 0
- Placer Congestion: 0.701
- Vias in the first global route: 701
- Largest net degree at the start of global routing: 16
- Placed cell area: 1150 um2
- Crit-path max FO: 6
- Gr usage total: 0.0769
- Routed Antenna Nets: 0
- Syn_area_per_cell: 12.3 um2
- Total gr overflow: 0
- Comb gate area: 586 um2
- Outcome: completed
- Post-DP HPWL: 1900 um
- Chip area in the Yosys report: 490 um2
- Critical path type: input port to output port
- Distinct lib cells used: 15
- Routed WL per cell: 17.1 um
- Detailed-router iteration count before antenna repair: 2
- Data required, critical path: 1.36 ns
- Area leader share: 0.551
- Initial antenna violation count: 0
- Slew Viols, Final: 0
- Final wirelength: 2650 um
- Max VDD drop: 0.108 mV
- Final Hold Viols: 0
- Cts hold-fix bufs: 0
- Crit start category: input port
- Synth-to-Final Area Change: 176%
- Initial DRC count: 24
- DRC: 0
- Final setup vio count: 0
- Pwr dens: 218 nW/um2
- Mapped Area: 490 um2
- Yosys Instances: 40
- Ant diodes: 0
- Synth top cells by count: nor4b_2 (18), buf_2 (4), nor4b_1 (4)
- Hold path endpoint: vga_hsync
- Die Width: 80 um
- Fillcell total: 345
- Metal1 wirelength: 1180 um
- Final-layout clock buffer total: 0
- Post-Synthesis Cells: 40
- First-pass GRT wire length: 3970 um
[power breakdown]
part / internal [uW] / switching, uW
logic: 197 / 98.6
registers: 0 / 0
clock network: 0 / 0
[logic make-up (layout without fill, tap and decap cells)]
| logic type | after synthesis | after routing | share of synthesized area |
|---|---|---|---|
| AOI/OAI and AO/OA | 1 | 1 | 0.0153 |
| buffers and inverters | 8 | 76 | 0.161 |
| and+or+nand+nor | 31 | 32 | 0.824 |
[how the worst max path moves through the flow]
stage / slack (ns) / cells after the start / end / startpoint
after global routing: 0.003 / 6 / vga_g[5] / curr_x[8]
final: 0.05 / 6 / vga_r[2] / curr_x[8]
after CTS: 0.003 / 4 / vga_hsync / curr_x[5]
[worst max-delay path, stage by stage]
cell and delay (ns):
buf_6 0.09, o21a_2 0.22, buf_6 0.14, buf_16 0.14
nor4b_4 0.26, buf_2 0.13
[cell usage in the layout, fill, tap and decap left out]
cell / netlist / routed
nand3_1: 1 / 1
clkbuf_16: 0 / 1
buf_2: 4 / 25
clkdlybuf4s15_1: 0 / 3
nor4b_4: 2 / 17
buf_4: 1 / 1
buf_6: 1 / 5
or3_1: 1 / 1
nor4b_2: 18 / 7
nor2b_1: 1 / 1
and4_4: 1 / 2
nand4_1: 1 / 1
clkbuf_2: 0 / 2
nand4b_1: 1 / 1
dlygate4sd2_1: 0 / 4
clkdlybuf4s50_1: 0 / 30
buf_12: 2 / 2
nor3b_2: 0 / 1
buf_16: 0 / 3
o21a_2: 0 / 1
[timing repair]
item	CTS	global route
gates resized	113	12
endpoints found under the setup margin	26	14
pin swaps	7	9
setup buffers	5	0
cloned	4	1
[final cells by class]
| class | count | area share |
|---|---|---|
| repair buffers | 76 | 0.525 |
| multi-input cells | 33 | 0.432 |
| well taps | 46 | 0.0425 |
[metrics by stage]
stage / std cells / hold WS (ns) / total power [uW] / util
after floorplan: 40 / 0.706 / 80.6 / -
after global placement: 146 / 1.61 / 235 / 0.338
after detailed placement: 146 / 1.61 / 235 / 0.338
after CTS: 154 / 1.06 / 282 / 0.375
after global routing: 155 / 0.965 / 313 / 0.397
final: 155 / 0.936 / 296 / 0.397
[per-layer routing]
layer,GRT usage,up-vias
met3,0.0182,0
met5,0,-
met2,0.128,28
met1,0.103,293
li1,-,315
met4,0,0
Power and IR drop assume default switching activity.
